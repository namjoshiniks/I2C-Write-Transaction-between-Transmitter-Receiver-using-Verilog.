==> /design/flow/run.sh <==
#!/bin/bash
# OpenROAD 26Q1-2900-gdf79404cd8, Yosys 0.63+post, stock flow scripts
make -C /OpenROAD-flow-scripts/flow DESIGN_CONFIG=/design/flow/config.mk WORK_HOME=/design/flow/orfs finish
==> /design/flow/config.mk <==
export PLATFORM = sky130hd
export DESIGN_NAME = TxBurstCounter
export DESIGN_NICKNAME = TxBurstCounter
export VERILOG_FILES = /design/flow/design.v
export SDC_FILE = /design/flow/constraint.sdc
export NUM_CORES = 4
export LEC_CHECK = 1
export CORE_AREA = 10 10 111 111
export DIE_AREA = 0 0 121 121
==> /design/flow/constraint.sdc <==
current_design TxBurstCounter

set clk_period 16.2
set clk_io_pct 0.2

create_clock -name clk0 -period $clk_period [get_ports {clk}]

set non_clock_inputs [all_inputs -no_clocks]
set_input_delay [expr $clk_period * $clk_io_pct] -clock clk0 $non_clock_inputs
set_output_delay [expr $clk_period * $clk_io_pct] -clock clk0 [all_outputs]
==> /design/flow/design.v <==
module TxBurstCounter(LoadBurstCount,DecBurstCount,BurstCount,Burst,Reset,clk);
  input LoadBurstCount;
  input DecBurstCount;
  input [31:0]Burst;
  input clk;
  input Reset;
  output reg [31:0]BurstCount;
  reg [1:0]state;
  localparam s1=2'b00, s2=2'b01, s3=2'b10, s4=2'b11;
  always@(posedge clk)
  begin
                  if(LoadBurstCount==1'b1)
                    begin
                    BurstCount <= Burst;  
                    end
                  else if(DecBurstCount==1'b1)
                    begin
                    BurstCount <= BurstCount-32'b1;  
                    end
                    else if(BurstCount==32'b0)
                    begin  
                    if(LoadBurstCount==1'b1)  
                    begin
                    BurstCount <= Burst; 
                    end 
                    else
                    BurstCount = 32'b0;
                    end
                  end
  endmodule
==> results.sh <==
# yosys + openroad results
export IMPL_status="completed"
export IMPL_cts_max_level=2
export IMPL_required_ps=16150
export IMPL_gr_total_overflow=0
export IMPL_drtPass1Iterations=4
export IMPL_cts_sinks=32
export IMPL_numCtsBuffers=5
export IMPL_yosysChipArea_um2=2211
export IMPL_slew_violations=0
export IMPL_period_needed_ps=4986
export IMPL_die_area_um2=14640
export IMPL_core_area_um2=9864
export IMPL_irDropWorstVdd_mv=0.02673
export IMPL_drt_iter0_markers=114
export IMPL_path_class="input port to flop"
export IMPL_worst_setup_path_start_kind="input port"
export IMPL_rsz0062_at_grt="no"
export IMPL_via_per_inst=4.943
export IMPL_max_slew_worst_pin_slew_ps=722.2
export IMPL_numSynthFlops=32
export IMPL_postCtsSetupBuffers=0
export IMPL_drive_gt1_share_pct=6.189
export IMPL_worstPathArrival_ps=4930
export IMPL_ctsResizeCount=0
export IMPL_grt_max_degree=46
export IMPL_dp_cells=433
export IMPL_final_hold_viol_count=0
export IMPL_setup_violations=0
export IMPL_final_area_um2=3099
export IMPL_power_density_nw_per_um2=73.37
export IMPL_areaGrowthSynthToFinish_pct=40.18
export IMPL_antenna_left=0
export IMPL_grt_use_total_pct=9.857
export IMPL_syn_area_per_cell_um2=9.136
export IMPL_yosys_cells=242
export IMPL_ys_async_sr_fraction_pct=0
export IMPL_ios=68
export IMPL_yosysWarnings=1
export IMPL_setup_tns_ps=0
export IMPL_place_area_um2=3023
export IMPL_ys_seq_share_pct=43.46
export IMPL_fp_dieH_um=121
export IMPL_clock_latency_ps=290
export IMPL_min_period_over_period_pct=30.78
export IMPL_n_antenna_cell=0
export IMPL_grt_pass1_wl_um=11450
export IMPL_hold_class="flop to flop"
export IMPL_cts_path_max_buffers=2
export IMPL_fp_util_pct=22.41
export IMPL_fin_cells=440
export IMPL_clk_pin_slew_ps=70
export IMPL_finClkSkew_ps=12.52
export IMPL_ys_types=43
export IMPL_synthCells=242
export IMPL_routed_wl_um=7197
export IMPL_edf_count=32
export IMPL_maxSlewHeadroom_pct=51.48
export IMPL_registers_top_by_ff_count="BurstCount"
export IMPL_place_hpwl_um=5343
export IMPL_die_w_um=121
export IMPL_holdBufCountCts=0
export IMPL_path_max_fanout=45
export IMPL_largestRegisters="BurstCount x32"
export IMPL_wire_per_inst_um=16.36
export IMPL_root_buffer="clkbuf_8"
export IMPL_fmax_mhz=200.6
export IMPL_portBuffers=66
export IMPL_cts_tree="built"
export IMPL_p_leak_nw=1.032
export IMPL_lay_top_count="clkdlybuf4s50_1"
export IMPL_dr_total_vias=2175
export IMPL_fill_cells=1009
export IMPL_antenna_found_initial=0
export IMPL_syn_cell_area_um2=2211
export IMPL_worstSetupEndpointType="flop"
export IMPL_place_congestion=0.8461
export IMPL_ys_flop_type="edfxtp_1"
export IMPL_rows=36
export IMPL_largest_register_ffs=32
export IMPL_drc=0
export IMPL_layout_top_cells="clkdlybuf4s50_1 (66), nand2_1 (35), edfxtp_1 (32)"
export IMPL_warning_count=26
export IMPL_max_cap_violations=0
export IMPL_grt_pass1_vias=2072
[layer usage]
metal  GRT usage (%)  share of wire [%]  up-vias
li1                -                  -     1077
met3           4.062                 11        4
met4          0.4525               0.47        0
met1           14.23                 44     1018
met5               0                  0        -
met2           14.32                 45       76
[cell type report]
cell class / count / area (um^2) / area share (%)
inverters: 5 / 18.77 / 0.6056
well taps: 133 / 166.4 / 5.369
clock inverters: 2 / 7.507 / 0.2422
clock buffers: 5 / 68.82 / 2.220
multi-input cells: 191 / 1171 / 37.79
flip-flops and latches: 32 / 960.9 / 31.01
repair buffers: 72 / 705.7 / 22.77
[kinds of logic after synthesis]
logic type                 Yosys count  synth area share (%)
buffers and inverters               19                 3.566
and+or+nand+nor                    131                 32.15
AOI/OAI and AO/OA                   49                 16.30
xor gates and xnor gates            10                 3.961
DFF                                 32                 43.46
adders and majority gates            1                0.5658
[through the flow]
step | total power, mW | hold slack (ps) | util, % | setup WS (ps)
floorplan | 0.1369 | 603.1 | - | 11320
global placement | 0.1716 | 670.9 | 30.64 | 10920
detailed placement | 0.1719 | 668.5 | 30.64 | 10920
CTS | 0.2301 | 683.2 | 31.42 | 11210
global route | 0.2413 | 709.2 | 31.42 | 11110
finish | 0.2274 | 673.1 | 31.42 | 11210
[synthesized netlist by cell type, types with 3 or more instances]
master | instances | area share [%]
or3_1 | 8 | 2.3
nor2_1 | 17 | 2.9
clkbuf_1 | 13 | 2.2
and3_1 | 4 | 1.1
or4_1 | 8 | 2.7
nand2_1 | 35 | 5.9
nand3_1 | 12 | 2.7
a21oi_1 | 3 | 0.68
o21ai_0 | 14 | 3.2
a221o_1 | 5 | 2.3
edfxtp_1 | 32 | 43
nor4_2 | 3 | 1.7
o311ai_0 | 3 | 1.2
inv_1 | 5 | 0.85
nand4_1 | 11 | 3.1
o211ai_1 | 8 | 2.7
xor2_1 | 6 | 2.4
xnor2_1 | 4 | 1.6
nor3_1 | 15 | 3.4
o311a_1 | 3 | 1.4
[worst max-delay path, stage by stage]
cell             delay, ps
clkdlybuf4s50_1        460
buf_4                  400
a211o_1                420
buf_4                  390
[worst paths after layout]
check                                         startpoint                  endpoint  slack (ps)  depth (start not counted)
worst max-delay path                      LoadBurstCount  BurstCount[10]$_DFFE_PP_       11210                          4
worst max register to register  BurstCount[12]$_DFFE_PP_  BurstCount[10]$_DFFE_PP_       13150                          5
worst min-delay path             BurstCount[0]$_DFFE_PP_   BurstCount[0]$_DFFE_PP_         670                          1
worst min register to register   BurstCount[0]$_DFFE_PP_   BurstCount[0]$_DFFE_PP_         670                          1
[power breakdown]
group | total [mW] | internal, mW | switching, mW | leakage, nW
clock | 0.0577 | 0.0283 | 0.0294 | 0.0391
sequential | 0.115 | 0.102 | 0.0130 | 0.340
combinational | 0.0548 | 0.0324 | 0.0224 | 0.652
Power and IR drop assume default switching activity.
