<file path="config.mk">
export PLATFORM = sky130hd
export DESIGN_NAME = RxMux
export DESIGN_NICKNAME = RxMux
export VERILOG_FILES = /design/flow/design.v
export SDC_FILE = /design/flow/constraint.sdc
export NUM_CORES = 4
export LEC_CHECK = 1
export CORE_AREA = 10 10 83 83
export DIE_AREA = 0 0 93 93
</file>
<file path="constraint.sdc">
current_design RxMux

set clk_period 1.0
set clk_io_pct 0.2

create_clock -name clk0 -period $clk_period

set non_clock_inputs [all_inputs -no_clocks]
set_input_delay [expr $clk_period * $clk_io_pct] -clock clk0 $non_clock_inputs
set_output_delay [expr $clk_period * $clk_io_pct] -clock clk0 [all_outputs]
</file>
<file path="design.v">
module RxMux(BUF0, BUF1,ValidRXOut, RXOut, selBUF);
input [31:0] BUF0;
input [31:0] BUF1;
input selBUF, ValidRXOut;
output[31:0] RXOut;
reg [31:0] RXOut;
always @ (ValidRXOut)
begin
if (ValidRXOut)
begin
case (selBUF)
1'b1 :begin 
      RXOut= BUF1;
      end
1'b0 : begin 
       RXOut = BUF0;
       end
    endcase
    end
else
RXOut <= 0;
end
endmodule
</file>
<file path="run.sh">
#!/bin/bash
# OpenROAD 26Q1-2900-gdf79404cd8, Yosys 0.63+post, stock flow scripts
make -C /OpenROAD-flow-scripts/flow DESIGN_CONFIG=/design/flow/config.mk WORK_HOME=/design/flow/orfs finish
</file>
==> Slide: Implementation Results <==
Implementation Results

Status
  – Status: finished, violations left
  – Failing checks: setup timing

Cells and area
  – Final Instance Area: 0.00152 mm²
  – Flip-flops: 0
  – Seq. cell area: 0 µm²
  – Finished Layout Cells: roughly 240
  – Syn-to-layout area delta: 151%
  – Fraction of layout cells with a size suffix above 1: 24.9%
  – # clk buffers: 0
  – Final core occ: approximately 29%

GRT
  – First-pass GRT wire length: 5160 µm
  – Largest net degree at the start of global routing: 17
  – Vias in the first global route: about 960
  – Total GRT Usage: 7.34%
  – Initial antenna violation count: 0
  – Total congestion overflow: 0

Logic synthesis
  – Seq/Total Area, Yosys: 0%
  – Yosys chip area: 603 µm²
  – Avg Inst Size Synth: 8.49 µm²
  – Warnings from Yosys: 1
  – Area leader, netlist: mux2i_1
  – # Cells Yosys: 71
  – Top cells, area: mux2i_1 53%, nor2b_1 33%, buf_12 10%
  – Unique masters post-synth: 5
  – Synthesized cell area: 603 µm²
  – Top cell type's share of synthesized area: 53.1%
  – Syn Inst Count: 71

Final timing
  – # setup viols final: 13
  – Cycle use final: 102%
  – Relative slew slack: 90.6%
  – Fmax: 0.978 GHz
  – RSZ-0062 raised after global routing: true
  – Final setup TNS: -118 ps
  – Worst hold slack: 828 ps
  – Final Critical Period: slightly above 1000 ps
  – Fin. max-slew vios: 0
  – Final Worst Setup Slack: -22.1 ps
  – Fin. Hold Viols: 0
  – Worst slew pin tran: 137 ps

Pwr
  – Lkg Pwr: 0.833 nW
  – Total power: 0.500 mW
  – VDD IR max: 0.118 mV
  – Pwr dens: between 300 and 400 mW/mm²

Placed design
  – PortBufs: roughly 98
  – Final HPWL DP: 2800 µm
  – Place WS: -766 ps
  – Area post-placement: 0.00165 mm²
  – Routability cong.: 0.731
  – Cell Count Post-Placement: 236

Floorplanning
  – Core area: 0.00514 mm²
  – DIE WIDTH: 93 µm
  – # rows: 26
  – Ports: 98
  – Die Y: 93 µm
  – Chip area: roughly 0.0086 mm²
  – FP Core Util: 11.7%

Routing
  – Drt pass-1 iters: 2
  – Vias per cell: 3.55
  – WL/cell: 14.5 µm
  – Detailed-route DRC error count: 0
  – WL final: 3470 µm
  – Initial DRC count: 10
  – Post-route ant nets: 0
  – Antenna Cells: 0
  – Via count: 849

Setup path
  – Max FO, Critical Path: 7
  – Crit. End Element: output pin
  – CP Launch Type: primary input
  – Worst EP arrival: 820 ps
  – Crit-path max cell delay: between 150 and 200 ps
  – Worst Setup Path Type: primary input to output pin
  – CP required: 800 ps
  – CP max stage cell: mux2i_1
  – Most frequent CP cell: buf_12
  – Critical path cell sequence: buf_12, buf_12, mux2i_1, nor2b_1, buf_2

Job
  – Maxcap violations: 0
  – Tool Warnings: 34

Clocking
  – Post-CTS Repair Setup Buffers: 0

Hold path
  – Worst min path class: primary input to output pin
==> critical path: cells and delay by family <==
family	cells	cell delay [ps]
buffers and inverters	3	370
muxes	1	190
and+or+nand+nor	1	60
==> routing by layer <==
metal  track usage [%]  wire length, µm  vias to the layer above
li1                  -                -                      439
met1              7.96             1260                      366
met2              13.4             1770                       44
met3              3.47              442                        0
met4                 0                0                        0
met5                 0                0                        -
==> layout by cell type, fill, tap and decap left out <==
| master | netlist | routed |
|---|---|---|
| buf_8 | 0 | 1 |
| buf_2 | 0 | 33 |
| mux2i_1 | 32 | 31 |
| dlygate4sd2_1 | 0 | 64 |
| buf_12 | 3 | 4 |
| nor2b_1 | 32 | 32 |
| buf_16 | 0 | 3 |
| mux2i_2 | 0 | 1 |
==> cells in the mapped netlist <==
| cell type | count |
|---|---|
| buf_12 | 3 |
| buf_6 | 1 |
| clkbuf_1 | 3 |
| mux2i_1 | 32 |
| nor2b_1 | 32 |
==> logic make-up after synthesis <==
| kind of cell | Yosys count | synth area share [%] |
|---|---|---|
| buffers and inverters | 7 | 13.7 |
| and+or+nand+nor | 32 | 33.2 |
| muxes | 32 | 53.1 |
==> where the power goes <==
| group | leakage (nW) | switching (mW) | internal, mW | total (mW) |
|---|---|---|---|---|
| clock network | 0 | 0 | 0 | 0 |
| logic | 0.833 | 0.155 | 0.345 | 0.500 |
| registers | 0 | 0 | 0 | 0 |
| total | 0.833 | 0.155 | 0.345 | 0.500 |
==> layout make-up <==
class                           instances  area (µm²)
Fill cell                             616        3620
Multi-Input combinational cell         64         524
Tap cell                               70        87.6
Timing Repair Buffer                  105         903
==> timing repair <==
item                       4_1_cts  5_1_grt
setup endpoints to repair       32       32
cloned                           3        0
pin swaps                        0        0
hold buffers                     0        0
gates resized                  175        1
==> final timing paths <==
path,startpoint,slack (ps),depth (start not counted),endpoint
max,selBUF,-20,5,RXOut[13]
min,BUF0[10],830,4,RXOut[10]
Power and IR drop assume default switching activity.
